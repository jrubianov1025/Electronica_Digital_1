## /design/flow/run.sh

```bash
#!/bin/bash
# OpenROAD 26Q1-2900-gdf79404cd8, Yosys 0.63+post, stock flow scripts
make -C /OpenROAD-flow-scripts/flow DESIGN_CONFIG=/design/flow/config.mk WORK_HOME=/design/flow/orfs finish
```

## /design/flow/config.mk

```make
export PLATFORM = sky130hd
export DESIGN_NAME = TOP_Multiplicador
export DESIGN_NICKNAME = TOP_Multiplicador
export VERILOG_FILES = /design/flow/design.v
export SDC_FILE = /design/flow/constraint.sdc
export NUM_CORES = 4
export LEC_CHECK = 1
export CORE_UTILIZATION = 30
```

## /design/flow/constraint.sdc

```tcl
current_design TOP_Multiplicador

set clk_period 6.2
set clk_io_pct 0.2

create_clock -name clk0 -period $clk_period [get_ports {clk}]

set non_clock_inputs [all_inputs -no_clocks]
set_input_delay [expr $clk_period * $clk_io_pct] -clock clk0 $non_clock_inputs
set_output_delay [expr $clk_period * $clk_io_pct] -clock clk0 [all_outputs]
```

## /design/flow/design.v

```verilog
module A_long_Multiplicador(
    input clk,
    input LD,
    input signed [15:0] A,
    output reg signed [31:0] A_long
);
    always @(posedge clk) begin
        if(LD)
            A_long <= {{16{A[15]}}, A};
    end
endmodule
module Acumulador_Multiplicador(
    input clk,
    input LD,                     
    input ADD,                    
    input SH,                     
    input signed [31:0] A_long,   
    output reg signed [31:0] ACC, 
    output ACC_LSB                
);
assign ACC_LSB = ACC[0];
always @(posedge clk) begin
    if(LD)
        ACC <= 32'd0;
    else if(ADD)
        ACC <= ACC + A_long;
    else if(SH)
        ACC <= ACC >>> 1;    
end
endmodule
module B_long_Multiplicador(
    input clk,
    input LD,
    input SH,
    input ACC_LSB,   
    input signed [15:0] B,
    output reg signed [31:0] B_long,
    output LSB
);
    assign LSB = B_long[0];
    always @(posedge clk) begin
        if(LD)
            B_long <= {{16{B[15]}}, B};
        else if(SH)
        B_long <= {ACC_LSB, B_long[31:1]};
    end
endmodule
module contador_Multiplicador
(
    input   clk,    
    input   reset,  
    input   in,
    output  reg [4:0] out,
    output  zero 
);
    always @(posedge clk) begin  
        if(reset)
            out <= 5'd31;
        else if(in && out != 0)
            out <= out - 1;
    end
    assign zero = (out == 0) ? 1 : 0; 
endmodule
module Control_Multiplicador(
    input clk,
    input init,
    input Z,
    input LSB,
    output reg ADD,
    output reg SH,
    output reg DEC,
    output reg LD,
    output reg DONE
);
    parameter S_START     = 3'b000;
    parameter S_CHECK     = 3'b001;
    parameter S_ADD       = 3'b010;
    parameter S_SHIFT     = 3'b011;
    parameter S_END       = 3'b100;
    reg [2:0] NEXT_STATE;
    reg [5:0] COUNT;
    always @(posedge clk) begin
        case (NEXT_STATE)
            S_START: begin
                if (init) NEXT_STATE = S_CHECK;
                else      NEXT_STATE = S_START;
            end
            S_CHECK: begin
                if (Z)    NEXT_STATE = S_END;
                if (LSB)  NEXT_STATE = S_ADD;
                else      NEXT_STATE = S_SHIFT;
            end
            S_ADD: begin
                NEXT_STATE = S_SHIFT;
            end
            S_SHIFT: begin
                if (Z)    NEXT_STATE = S_END;
                else      NEXT_STATE = S_CHECK;
            end
            S_END: begin
                COUNT = COUNT + 1;
                NEXT_STATE = (COUNT>30) ? S_START : S_END;  
            end
            default: NEXT_STATE = S_START;
        endcase
    end
    always @(*) begin 
        case (NEXT_STATE)
            S_START: begin
                ADD   = 0;
                SH    = 0;
                DEC   = 0;
                LD    = 1;
                DONE  = 0;
            end
            S_CHECK: begin
                ADD   = 0;
                SH    = 0;
                DEC   = 0;
                LD    = 0;
                DONE  = 0;
            end     
            S_ADD: begin
                ADD   = 1;
                SH    = 0;
                DEC   = 0;
                LD    = 0;
                DONE  = 0;
            end
            S_SHIFT: begin
                ADD   = 0;
                SH    = 1;
                DEC   = 1;
                LD    = 0;
                DONE  = 0;
            end      
            S_END: begin
                ADD   = 0;
                SH    = 0;
                DEC   = 0;
                LD    = 0;
                DONE  = 1;
            end
            default: begin
                ADD   = 0;
                SH    = 0;
                DEC   = 0;
                LD    = 0;
                DONE  = 0;
            end
        endcase
    end
endmodule
module TOP_Multiplicador (
    input reset,
    input clk,
    input init,
    input signed [15:0] Multiplicando,
    input signed [15:0] Multiplicador,
    output [31:0] Resultado,
    output DONE
);
assign Resultado = B_long;
wire signed [31:0] A_long;
wire signed [31:0] B_long;
wire signed [31:0] ACC;
wire W_LD;
wire W_SH;
wire W_ADD;
wire W_DEC;
wire W_LSB;
wire W_Z;
wire ACC_LSB;
wire [4:0] count;
A_long_Multiplicador A_long_reg (
    .clk(clk),
    .LD(W_LD),  
    .A(Multiplicando),
    .A_long(A_long)
);
B_long_Multiplicador B_long_reg(
    .clk(clk),
    .LD(W_LD),
    .SH(W_SH),
    .ACC_LSB(ACC_LSB),
    .B(Multiplicador),
    .B_long(B_long),
    .LSB(W_LSB)
);
Acumulador_Multiplicador ACC0(
    .clk(clk),
    .LD(W_LD),
    .ADD(W_ADD),
    .SH(W_SH),
    .A_long(A_long),
    .ACC(ACC),
    .ACC_LSB(ACC_LSB)
);
contador_Multiplicador contador_Multiplicador0(
    .clk(clk),
    .reset(W_LD),
    .in(W_DEC),
    .out(count),
    .zero(W_Z)
);
Control_Multiplicador Control_Multiplicador0(
    .clk(clk),
    .init(init),
    .Z(W_Z),
    .LSB(W_LSB),
    .ADD(W_ADD),
    .SH(W_SH),
    .DEC(W_DEC),
    .LD(W_LD),
    .DONE(DONE)
);
endmodule
```

==> results.cfg <==
; synthesis and place-and-route metrics
[run_status]
status = complete, no violations

[setup_path]
crit_family = buffers and inverters
start_kind = register
r2r-end = B_long_reg.B_long[17]$_DFFE_PP_
worst-path-max-fanout = 22
r2r-start = Control_Multiplicador0.NEXT_STATE[0]$_DFF_P_
worst_setup_path_end_kind = output pin
r2r_slack_ns = 3.31
crit_chain = buf_4, nor2_1, nand2_1, inv_1, clkdlybuf4s50_1
worstRegToRegCells = 6
path_buffers = 3
critPathSlowestCell = dfxtp_1
critPathKind = reg2out
cp.arrival_ns = 2.08
worstPathRequired_ns = 4.96
slowest_delay_ns = 0.62

[die]
die_area_um2 = 18600
die.size.y_um = 136
ios = 68
fp_util_pct = 31.0
design.core.area_um2 = 17500
rows = 48
die_w_um = 136

[final_layout]
flop_area_um2 = 2420
drive_gt1_share_pct = 5.35
syn2layout_area_growth_pct = 21.6
logic_area_um2 = 2810
fillers = 1683
fin_area_um2 = 6590
instances_no_fill = 861

[placement]
hpwl_um = 8360
gp_congestion = 0.920
place_area_um2 = 6290
port_buffers = 66
place_inst = 845

[final_timing]
fmax_mhz = 301
finalHoldViolCount = 0
worstMarginPinSlew_ns = 0.892
skew_ns = 0.00862
rsz0062_at_grt = false
tns_ns = 0
slew-limit-headroom_pct = 40.6
slew_violations = 0
min_period_over_period_pct = 53.5
setup_violations = 0
fin_crit_ns = 3.32
timing.hold.ws_ns = 0.491

[global_route]
grt-ovfl-total = 0
grt_antenna_before_repair = 0
grt_pass1_vias = 4140
grt_usage_pct = 13.7
grt_max_degree = 40
grt_pass1_wl_um = 20000

[yosys]
yosys_most_used_dff = edfxtp_1
ys_cells = 576
ys_async_sr_fraction_pct = 0
ys_area_um2 = 5420
yosys.stat.seqShare_pct = 44.7
ys_warn_count = 5
synth_cell_types = 65
syn_area_per_cell_um2 = 9.41
synth_flops = 94
edf_count = 54
syn_area_um2 = 5420
synth_cells = 576

[routing]
first_pass_iters = 5
vias = 4500
drt_iter0_markers = 290
detail-route-antenna-nets = 0
wl_per_cell_um = 14.1
viasPerCell = 5.23
diodes = 0
wl_um = 12200
drc = 0

[clock_network]
cts.sinks = 94
post_cts_buffers = 0
insertion_delay_ns = 0.36
htreeDepth = 3
cts_resized = 0
root_buffer = clkbuf_16
clk_pin_slew_worst_paths_ns = 0.07
cts_buffer_depth = 2
cts_hold_buf = 0
cts_tree = yes
cts_buffers = 9

[worst_hold_path]
holdPathEnd = ACC0.ACC[2]$_SDFFE_PP0P_
whs_path_depth = 2
hold_path_startpoint = ACC0.ACC[2]$_SDFFE_PP0P_
hp-class = reg2reg

[power]
power_density_nw_per_um2 = 514
leakage_uw = 0.00270
peakVddDrop_uv = 244

[flow_run]
log.warning_count = 27
max-cap-violations = 0
[how the worst max path moves through the flow]
stage | from | end | cells past startpoint
finish | Control_Multiplicador0.NEXT_STATE[0]$_DFF_P_ | DONE | 5
global route | Control_Multiplicador0.NEXT_STATE[0]$_DFF_P_ | DONE | 5
CTS | Control_Multiplicador0.NEXT_STATE[0]$_DFF_P_ | DONE | 5
[worst register-to-register path, stage by stage (launching register included)]
cell and delay [ns]:
dfxtp_1 0.46, buf_4 0.30, or3_1 0.36, buf_4 0.26, inv_2 0.59, and2_1 0.64, a21o_1 0.15
[area by class of cell]
type	instances	area share, %
Clock buffer	10	3.47
Clock inverter	6	1.20
Inverter	18	1.02
Multi-Input combinational cell	436	42.6
Sequential cell	94	36.7
Tap cell	225	4.27
Timing Repair Buffer	72	10.7
[cells in the final DEF (no fill, tap or decap), types with 3 or more instances in the layout]
cell type,count
a21o_1,28
a21oi_1,42
a221oi_1,3
a22o_1,5
a22oi_1,17
a31oi_1,5
and3_1,6
buf_4,6
clkbuf_16,9
clkdlybuf4s50_1,66
dfxtp_1,40
edfxtp_1,54
ha_1,34
inv_1,17
mux2i_1,4
nand2_1,98
nand3_1,10
nand4_1,6
nor2_1,32
nor3_1,8
o211ai_1,3
o21a_1,5
o21ai_0,44
o21bai_1,5
o31ai_1,4
xnor2_1,19
xor2_1,12
[report_power, final]
part / total [uW] / switching (uW) / internal (uW)
logic: 1660 / 906 / 754
registers: 1150 / 158 / 996
clock network: 577 / 256 / 321
[synth_stat cells, types with 12 or more instances]
cell | instances | area (um^2)
a21oi_1 | 42 | 210
a22oi_1 | 17 | 128
nor2_1 | 32 | 120
o21ai_0 | 44 | 220
dfxtp_1 | 40 | 801
xnor2_1 | 19 | 166
a21o_1 | 28 | 210
ha_1 | 34 | 425
clkbuf_1 | 15 | 56.3
nand2_1 | 98 | 368
xor2_1 | 12 | 105
inv_1 | 17 | 63.8
edfxtp_1 | 54 | 1620
[stage by stage]
step	total power, uW	setup slack [ns]	util [%]
final	3390	2.88	37.7
after detailed placement	2810	3.25	36.0
after global placement	2790	3.25	36.0
after floorplan	2270	3.45	-
after global routing	3660	2.74	37.7
after CTS	3420	2.86	37.7
[per-layer routing]
layer	vias to the layer above	track usage (%)	share of wire (%)
met5	-	0	0
met1	2138	20.8	46
met3	13	3.38	6.9
li1	2223	-	-
met2	126	21.1	46
met4	0	1.48	1.3
[kinds of logic after synthesis]
family          count (synthesis)  synth area share [%]
xor+xnor                       31                  5.01
simple gates                  182                  15.4
compound gates                184                  22.4
flops                          94                  44.7
buf+inv                        46                  3.58
fa+ha+maj                      35                  8.21
mux                             4                 0.738
Power is estimated from default activity; no workload was simulated.
